<file path="run.sh">
#!/bin/bash
# OpenROAD 26Q1-2900-gdf79404cd8, Yosys 0.63+post, stock flow scripts
make -C /OpenROAD-flow-scripts/flow DESIGN_CONFIG=/design/flow/config.mk WORK_HOME=/design/flow/orfs finish
</file>
<file path="config.mk">
export PLATFORM = sky130hd
export DESIGN_NAME = hazard_ctrl
export DESIGN_NICKNAME = hazard_ctrl
export VERILOG_FILES = /design/flow/design.v
export SDC_FILE = /design/flow/constraint.sdc
export NUM_CORES = 4
export LEC_CHECK = 1
export CORE_AREA = 10 10 78 78
export DIE_AREA = 0 0 88 88
</file>
<file path="constraint.sdc">
current_design hazard_ctrl

set clk_period 3.8
set clk_io_pct 0.2

create_clock -name clk0 -period $clk_period

set non_clock_inputs [all_inputs -no_clocks]
set_input_delay [expr $clk_period * $clk_io_pct] -clock clk0 $non_clock_inputs
set_output_delay [expr $clk_period * $clk_io_pct] -clock clk0 [all_outputs]
</file>
<file path="design.v">
module hazard_ctrl #(
    parameter DWIDTH = 32
) (
    input  rst,
    input  [4:0] id_rs1_id, id_rs2_id, ex_rdst_id, mem_rdst_id, wb_rdst_id,
    input  [2:0] ex_jump_type,
    input  [DWIDTH-1:0] id_pc, ex_jpc,
    output reg [1:0] if_ctrl, id_ctrl, ex_ctrl, mem_ctrl
);
    localparam [1:0] C_PIPE  = 2'b00,
                     C_FLUSH = 2'b10,
                     C_STALL = 2'b01,
                     C_JUMP  = 2'b11;
    localparam [2:0] J_TYPE_NOP = 3'b000,
                     J_TYPE_BEQ = 3'b001,
                     J_TYPE_JAL = 3'b010,
                     J_TYPE_JR  = 3'b011,
                     J_TYPE_J   = 3'b100;
    wire data_hazard = 
            id_rs1_id != 0 && (id_rs1_id == ex_rdst_id || id_rs1_id == mem_rdst_id || id_rs1_id == wb_rdst_id) ||
            id_rs2_id != 0 && (id_rs2_id == ex_rdst_id || id_rs2_id == mem_rdst_id || id_rs2_id == wb_rdst_id);
    wire control_hazard = ex_jump_type != J_TYPE_NOP && ex_jpc != id_pc;
    always @(*) begin
        if (rst)
            if_ctrl = C_FLUSH;
        else if (control_hazard)
            if_ctrl = C_JUMP;
        else if (id_ctrl == C_STALL || id_ctrl == C_FLUSH)
            if_ctrl = C_STALL;
        else
            if_ctrl = C_PIPE;
    end
    always @(*) begin
        if (rst)
            id_ctrl = C_FLUSH;
        else if (control_hazard)
            id_ctrl = C_FLUSH;
        else if (ex_ctrl == C_STALL || ex_ctrl == C_FLUSH)
            id_ctrl = C_STALL;
        else
            id_ctrl = C_PIPE;
    end
    always @(*) begin
        if (rst)
            ex_ctrl = C_FLUSH;
        else if (data_hazard || control_hazard)
            ex_ctrl = C_FLUSH;
        else
            ex_ctrl = C_PIPE;
    end
    always @(*) begin
        if (rst)
            mem_ctrl = C_FLUSH;
        else
            mem_ctrl = C_PIPE;
    end
endmodule
</file>
==> impl_metrics.env <==
# implementation run metrics
export IMPL_status="completed"
export IMPL_drv_cap=0
export IMPL_drt_iter0_markers=10
export IMPL_die_h_um=88
export IMPL_seq_area_um2=0
export IMPL_fa_ha_area_frac=0
export IMPL_avgSynthCellArea_um2=8.10
export IMPL_finalSetupViolations=0
export IMPL_finalCritPeriodShare=0.966
export IMPL_post_cts_setup_buffers=0
export IMPL_seq_area_frac_synth=0
export IMPL_n_antenna_cell=0
export IMPL_crit_path_cell_trace="clkdlybuf4s50_1 -> xor2_1 -> nor3_1 -> a22oi_4 -> o221a_4 -> a211oi_2 -> clkdlybuf4s50_1"
export IMPL_grt_setup_unrepaired="no"
export IMPL_dp_cells=253
export IMPL_synthMuxAreaShare=0
export IMPL_ys_sh_xor=0.651
export IMPL_rows=24
export IMPL_top_area_cell="xnor2_1"
export IMPL_log_warning_count=32
export IMPL_slew_viol_final=0
export IMPL_wl_per_cell_um=14.5
export IMPL_fin_tns_setup_ns=0
export IMPL_dp_hpwl_mm=3.54
export IMPL_fmax_mhz=272
export IMPL_criticalPathCategory="in2out"
export IMPL_syn_area_um2=835
export IMPL_groute_usage_overall=0.0865
export IMPL_die_x_um=88
export IMPL_core_mm2=0.00441
export IMPL_clkbuf_count=0
export IMPL_syn_to_final_growth_pct=125
export IMPL_grt_max_degree=6
export IMPL_most_common_cell="xnor2_1"
export IMPL_synth_area_top_cells="xnor2_1, xor2_1, nand4_1"
export IMPL_grt_pass1_vias=1145
export IMPL_place_congestion=0.794
export IMPL_seq_cell_count=0
export IMPL_critPathTopFamily="buffers and inverters"
export IMPL_simple_gate_share=0.187
export IMPL_syn_inst=103
export IMPL_grt_overflow=0
export IMPL_grt_pass1_wl_mm=5.46
export IMPL_ir_worst_vdd_uv=46.8
export IMPL_cp_common_cell="clkdlybuf4s50_1"
export IMPL_holdCritPathClass="in2out"
export IMPL_slowest_delay_ns=0.51
export IMPL_cp_required_ns=3.04
export IMPL_min_path_cells=2
export IMPL_die_area_mm2=0.00774
export IMPL_fp_util=0.189
export IMPL_finalHoldViolCount=0
export IMPL_cts_hold_buf=0
export IMPL_routed_wirelength_mm=3.66
export IMPL_crit_arrival_ns=2.91
export IMPL_route_antenna_remaining_nets=0
export IMPL_cts_resized=0
export IMPL_synthTopCellsByCount="xnor2_1, xor2_1, nand4_1, nor2_1, buf_4"
export IMPL_cp_slowest_cell="clkdlybuf4s50_1"
export IMPL_top_area_frac=0.472
export IMPL_drive_gt1_frac=0.0348
export IMPL_leakage_nw=0.638
export IMPL_powerDensity_mw_per_mm2=106
export IMPL_vias_per_cell=4.17
export IMPL_synth_cell_types=23
export IMPL_antenna_found_initial=0
export IMPL_yosys_warnings=1
export IMPL_start_kind="primary input"
export IMPL_endpoint_kind="output pin"
export IMPL_crit_cells=7
export IMPL_synthAoiAreaFrac=0.121
export IMPL_crit_buf_inv=2
export IMPL_portBuffers=99
export IMPL_ys_cells=103
export IMPL_fin_crit_ns=3.67
export IMPL_pin_count=101
export IMPL_firstDrtPassIters=3
export IMPL_top_logic_kind="XOR/XNOR gates"
export IMPL_route_detailed_drc=0
export IMPL_dr_total_vias=1054
export IMPL_yosysChipArea_um2=835
export IMPL_path_max_fanout=4
export IMPL_fin_cells=253
-- placed cells by master (no fill, tap or decap), types with 2 or more instances in the layout --
cell type / synthesis / layout
conb_1: 1 / 2
clkdlybuf4s50_1: 0 / 99
or4_1: 2 / 2
xor2_1: 17 / 17
nor3_1: 3 / 3
nor2_1: 5 / 5
buf_4: 4 / 2
xnor2_1: 45 / 45
a31oi_1: 2 / 2
nand4_1: 8 / 8
nand3_1: 3 / 3
-- layout make-up --
type | instances | area [um^2]
fill | 456 | 2530
timing repair buffer | 101 | 1010
multi-input combinational | 100 | 808
tap | 52 | 65.1
-- kinds of logic after synthesis --
logic type | count (synthesis)
other cells | 1
simple gates | 27
xor+xnor | 62
buf+inv | 4
compound gates | 9
-- power breakdown --
| part | switching [mW] | total (mW) | leakage [nW] | internal (mW) |
|---|---|---|---|---|
| Combinational | 0.0622 | 0.199 | 0.638 | 0.137 |
| Clock | 0 | 0 | 0 | 0 |
| Sequential | 0 | 0 | 0 | 0 |
| Total | 0.0622 | 0.199 | 0.638 | 0.137 |
-- routing by layer --
metal  wire [um]  up-vias  track usage  share of wire
met3         339        0       0.0234          0.093
met1        1610      445        0.112           0.44
met2        1710       57        0.148           0.47
met4           0        0            0              0
met5           0        -            0              0
li1            -      552            -              -
-- worst paths after layout --
| kind | to | from |
|---|---|---|
| setup / recovery | id_ctrl[0] | id_rs1_id[3] |
| hold / removal | mem_ctrl[1] | rst |
-- metrics by stage --
step	hold slack, ns	total power, mW	setup slack, ns	util	instance area, um^2
2_1_floorplan	1.53	0.0740	1.25	-	838
3_3_place_gp	2.45	0.200	0.121	0.426	1880
3_5_place_dp	2.45	0.201	0.124	0.426	1880
4_1_cts	2.45	0.202	0.112	0.426	1880
5_1_grt	2.48	0.215	0.00557	0.426	1880
6_report	2.44	0.199	0.127	0.426	1880
Power and IR drop assume default switching activity.
